`flow/run.sh`:
```
#!/bin/bash
# OpenROAD 26Q1-2900-gdf79404cd8, Yosys 0.63+post, stock flow scripts
make -C /OpenROAD-flow-scripts/flow DESIGN_CONFIG=/design/flow/config.mk WORK_HOME=/design/flow/orfs finish
```
`flow/config.mk`:
```
export PLATFORM = sky130hd
export DESIGN_NAME = Mux
export DESIGN_NICKNAME = Mux
export VERILOG_FILES = /design/flow/design.v
export SDC_FILE = /design/flow/constraint.sdc
export NUM_CORES = 4
export LEC_CHECK = 1
export CORE_AREA = 10 10 70 70
export DIE_AREA = 0 0 80 80
```
`flow/constraint.sdc`:
```
current_design Mux

set clk_period 1.0
set clk_io_pct 0.2

create_clock -name clk0 -period $clk_period

set non_clock_inputs [all_inputs -no_clocks]
set_input_delay [expr $clk_period * $clk_io_pct] -clock clk0 $non_clock_inputs
set_output_delay [expr $clk_period * $clk_io_pct] -clock clk0 [all_outputs]
```
`flow/design.v`:
```
module Mux #(parameter size=32) (
input [size-1:0] in1,in2,
output [size-1:0] out,
input sel
);
assign out=(sel)? in2:in1;
endmodule
```
==> run_results.csv <==
group,metric,value,unit
run_status,status,"finished, violations left",
run_status,violations,"setup timing",
cells_and_area,lay_top_cells,"dlygate4sd2_1, mux2_4, buf_6",
final_timing,final_hold_viol_count,0,
die,initCoreUtil,15.9,%
hold_path,worstHoldPathType,"in -> out",
final_timing,hold_ws,0.694,ns
cells_and_area,flop-count,0,
drt,drt-total-wl,2.85,mm
final_timing,finalSetupViolations,32,
global_route,grt_max_degree,8,
power_and_ir_drop,p_per_area,389,mW/mm^2
setup_path,crit_end,"out[31]",
placement,hpwl,2.40,mm
global_route,overflow,0,
setup_path,cp_data_required_time,0.80,ns
die,chipArea,0.00640,sq mm
synthesis,synth_area,544,sq um
synthesis,synth_top_area_share,82.8,%
final_timing,rsz0062_at_grt,"true",
setup_path,end_kind,"primary output",
die,core_area,0.00342,sq mm
die,rows,21,
final_timing,fmaxAchievable,851,MHz
final_timing,finalCriticalPeriod,1.18,ns
synthesis,synth_area_per_cell,15.1,sq um
synthesis,synthCells,36,
die,die_h,80,microns
synthesis,yosys-stat-cells,36,
global_route,grt_usage,7.87,%
drt,detail_route.iter0.violations,4,
cells_and_area,fin_util,49.7,%
setup_path,cp.arrival,0.98,ns
setup_path,cp-startpoint,"sel",
global_route,antenna_found_initial,0,
drt,drcViolationCount,0,
synthesis,ys_warn_count,0,
flow_run,warnings,34,
cells_and_area,seq_area,0,sq um
power_and_ir_drop,vdd_drop_max,173,uV
global_route,grt_pass1_wl,4.15,mm
global_route,grt_pass1_vias,824,
drt,drt-wirelength-per-cell,14.8,microns
final_timing,maxSlewHeadroom,95.9,%
final_timing,tightestPinTransition,0.0611,ns
synthesis,largest_area_cell,"mux2_4",
drt,antenna_cells,0,
final_timing,finalCritPeriodShare,118,%
final_timing,setup_ws,-0.175,ns
synthesis,ys_area,544,sq um
drt,ant_nets,0,
drt,firstDrtPassIters,2,
flow_run,maxCapViolations,0,
setup_path,crit_path_max_fanout,7,
setup_path,start_kind,"primary input",
setup_path,crit_type,"in -> out",
drt,routed-via-count,730,
synthesis,synth_seq_share,0,%
cells_and_area,clock_buffers,0,
cells_and_area,mostFrequentLayoutCell,"dlygate4sd2_1",
cells_and_area,fin_area,0.00170,sq mm
final_timing,tns,-5.03,ns
die,ios,97,
placement,port-buffer-count,97,
cells_and_area,logic_area,480,sq um
synthesis,area_leaders,"mux2_4, buf_12, mux2_2",
placement,place_area,0.00154,sq mm
clocking,hold_buffers,0,
cells_and_area,syn2layout_area_growth,212,%
die,die_x,80,microns
cells_and_area,drive_gt1_share,56.2,%
cells_and_area,num-fill-cells,327,
synthesis,ys_types,4,
hold_path,worstHoldStart,"in1[24]",
final_timing,drv_slew,0,
power_and_ir_drop,leakagePower,0.990,nW
drt,via_per_inst,3.80,
placement,gp_congestion,0.760,
placement,dp_slack,-0.497,ns
## how the worst min path moves through the flow
stage         endpoint  cells past startpoint
global route   out[27]                      3
finish         out[24]                      3
CTS            out[30]                      3
## worst max-delay path: stages
cell	delay, ns
buf_12	0.11
buf_12	0.13
buf_8	0.12
mux2_4	0.30
buf_6	0.11
## where the power goes
| group | internal (W) | switching [W] | total [W] |
|---|---|---|---|
| clock | 0 | 0 | 0 |
| sequential | 0 | 0 | 0 |
| combinational | 0.000519 | 0.000141 | 0.000660 |
## routing by layer
metal / GRT usage [%] / share of wire, % / vias to the layer above
met5: 0 / 0 / -
met4: 0 / 0 / 0
met3: 3.07 / 11 / 0
met2: 14.3 / 49 / 51
met1: 8.97 / 40 / 317
li1: - / - / 362
## layout make-up
cell class / instances / share of cell area (%)
repair buffers: 114 / 68.3
well taps: 46 / 3.39
multi-input cells: 32 / 28.3
## cell usage after synthesis, drive strengths merged
cell and instances:
buf 4, mux2 32
## per-stage QoR
stage               power [W]  std cells
detailed placement   0.000655        177
floorplan            0.000206         36
global route         0.000706        192
global placement     0.000654        177
CTS                  0.000644        192
finish               0.000660        192
## cell families after synthesis
logic type	count (synthesis)	share of synthesized area, %
buf+inv	4	13.1
mux	32	86.9
## timing repair
| item | in CTS | in global routing |
|---|---|---|
| cloned | 1 | 0 |
| gates resized | 170 | 23 |
| setup endpoints to repair | 32 | 32 |
| hold endpoints to repair | 0 | 0 |
| setup buffers | 14 | 0 |
No activity file was given, so power comes from the tool's default toggle rates.
