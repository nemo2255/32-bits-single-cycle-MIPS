$ cat flow/config.mk
export PLATFORM = sky130hd
export DESIGN_NAME = Adder
export DESIGN_NICKNAME = Adder
export VERILOG_FILES = /design/flow/design.v
export SDC_FILE = /design/flow/constraint.sdc
export NUM_CORES = 4
export LEC_CHECK = 1
export CORE_AREA = 10 10 94 94
export DIE_AREA = 0 0 104 104
$ cat flow/design.v
module Adder (
input [31:0]A,B,
output [31:0] C
);
assign C=A+B;
endmodule
$ cat flow/run.sh
#!/bin/bash
# OpenROAD 26Q1-2900-gdf79404cd8, Yosys 0.63+post, stock flow scripts
make -C /OpenROAD-flow-scripts/flow DESIGN_CONFIG=/design/flow/config.mk WORK_HOME=/design/flow/orfs finish
$ cat flow/constraint.sdc
current_design Adder

set clk_period 24.1
set clk_io_pct 0.2

create_clock -name clk0 -period $clk_period

set non_clock_inputs [all_inputs -no_clocks]
set_input_delay [expr $clk_period * $clk_io_pct] -clock clk0 $non_clock_inputs
set_output_delay [expr $clk_period * $clk_io_pct] -clock clk0 [all_outputs]
==> impl_table.tex <==
% Synthesis and place-and-route results
\begin{tabular}{lr}
\hline
Metric & Value \\
\hline
\multicolumn{2}{l}{\textbf{Run status}} \\
Run status & complete, no violations \\
\multicolumn{2}{l}{\textbf{Cells and area}} \\
Sequential Area & 0 sq um \\
Post-route standard cell area excluding fillers & 2780 sq um \\
Clkbuf count & 0 \\
Area used by multi-input combinational logic & 1680 sq um \\
Ratio of cells with drive above 1 in the final layout & 0.0307 \\
Total of fill cells in the finished design & 710 \\
Layout sequential cell count & 0 \\
Highest-count logic cell in the final layout & sky130\_fd\_sc\_hd\_\_clkdlybuf4s50\_1 \\
Most common logic cells in the final layout & 96 x sky130\_fd\_sc\_hd\_\_clkdlybuf4s50\_1, 31 x sky130\_fd\_sc\_hd\_\_ha\_1, 29 x sky130\_fd\_sc\_hd\_\_a21oi\_1 \\
P\&R area growth vs syn & 59.5\% \\
\multicolumn{2}{l}{\textbf{Final timing}} \\
Hold Vio Cnt, Final & 0 \\
Transition time at the pin with the least slew margin & 0.532 ns \\
Number of setup violations in the final report & 0 \\
Crit path setup slack, layout & 11.53 ns \\
Setup repair after global routing missed its margin & false \\
Setup TNS Final & 0 ns \\
Slew Limit Headroom & 0.636 \\
Period utilisation layout & 0.522 \\
Fmax achieved & 0.0795 GHz \\
Final Slew Violations & 0 \\
Final period demand of the worst path & 12.57 ns \\
\multicolumn{2}{l}{\textbf{Global routing}} \\
Largest net degree at the start of global routing & 11 \\
Global-route wire length before repair & 9850 microns \\
Sum of overflow across all layers after global routing & 0 \\
Vias in the first global route & 2101 \\
Total routing usage reported by global routing & 0.103 \\
Antenna violations before repair & 0 \\
\multicolumn{2}{l}{\textbf{Critical path}} \\
Required time worst endpoint & 19.28 ns \\
Crit start category & primary input \\
Crit end category & output port \\
Biggest fanout along the worst timing path & 4 \\
WS Path Type & primary input to output port \\
Arr. time, crit path & 7.75 ns \\
\multicolumn{2}{l}{\textbf{Routing}} \\
DRC Markers & 0 \\
Detailed-route via count & 2092 \\
Final antenna diode count & 0 \\
Routed Antenna Nets & 0 \\
Router iterations before antenna repair & 4 \\
Initial DRC Count & 94 \\
Post-DR vias/cell & 4.96 \\
Wire length per cell & 14.0 microns \\
Final Routed Wirelength & 5920 microns \\
\multicolumn{2}{l}{\textbf{Place}} \\
Count of buffers inserted at the top-level ports & 96 \\
Post-detailed-placement cell area & 2780 sq um \\
HPWL after detailed placement & 5170 microns \\
Worst slack, placed & 11.50 ns \\
Final RePlAce weighted congestion & 0.819 \\
\multicolumn{2}{l}{\textbf{Clock network}} \\
Hold\_buf cts & 0 \\
Cells resized by post-CTS repair & 0 \\
Number of setup buffers added after CTS & 0 \\
\multicolumn{2}{l}{\textbf{Floorplanning}} \\
Number of rows in the core area & 30 \\
Number of top-level pins & 96 \\
Init Core Util & 0.255 \\
CORE AREA & 6830 sq um \\
Vertical die size & 104 microns \\
Die boundary width & 104 microns \\
Die area & 10800 sq um \\
\multicolumn{2}{l}{\textbf{Synth}} \\
Area fraction in compound gates after synthesis & 0.393 \\
Cell count listed in synth\_stat.txt & 241 \\
Syn Std Cell Area & 1740 sq um \\
Total cell area reported by yosys after synthesis & 1740 sq um \\
Post-synthesis cell type count & 50 \\
Multiplexer share & 0.0115 \\
XOR Share, Synth & 0.141 \\
Largest combinational cell category by area & AND-OR/OR-AND gates \\
Gate Count Post-Synth & 241 \\
Yosys warning count & 0 \\
Fraction of the yosys area taken by sequential cells & 0 \\
Post-synthesis average cell area & 7.24 sq um \\
Adder-cell share of the synthesized area & 0.234 \\
Area fraction in and, or, nand and nor cells & 0.183 \\
\multicolumn{2}{l}{\textbf{Flow run}} \\
Stage-log warning count & 32 \\
Total of max-cap violations & 0 \\
\multicolumn{2}{l}{\textbf{Min path}} \\
Min-Delay Endpoint & C[0] \\
Worst hold start & B[0] \\
Worst hold path type & primary input to output port \\
Worst hold path stage count & 3 \\
\multicolumn{2}{l}{\textbf{Pwr}} \\
Max VDD drop & 0.0126 mV \\
PD cells & 28.9 nW/um\^{}2 \\
Leakage power & 1.18 nW \\
\hline
\end{tabular}
kinds of logic after synthesis:
| kind of cell | Yosys count |
|---|---|
| compound gates | 97 |
| simple gates | 65 |
| xor+xnor | 28 |
| mux | 2 |
| buf+inv | 17 |
| fa+ha+maj | 32 |
report_power, final:
part	total [mW]	switching [mW]	internal (mW)
sequential	0	0	0
clock	0	0	0
combinational	0.0803	0.0320	0.0483
total	0.0803	0.0320	0.0483
worst max-delay path, cell delays in order:
cell and delay [ns]:
sky130_fd_sc_hd__clkdlybuf4s50_1 0.40, sky130_fd_sc_hd__ha_1 0.24, sky130_fd_sc_hd__fa_1 0.40, sky130_fd_sc_hd__a21o_1 0.22, sky130_fd_sc_hd__a31o_2 0.28, sky130_fd_sc_hd__nand3_1 0.09
sky130_fd_sc_hd__o221ai_1 0.24, sky130_fd_sc_hd__a311oi_1 0.34, sky130_fd_sc_hd__o21bai_1 0.11, sky130_fd_sc_hd__xor2_1 0.13, sky130_fd_sc_hd__clkdlybuf4s50_1 0.50
metal layers:
layer	wire length (microns)	global-route usage	share of wire	up-vias
met5	0	0	0	-
met4	0	0	0	0
met3	266	0.0163	0.045	0
met2	2640	0.168	0.45	60
met1	3010	0.148	0.51	945
li1	-	-	-	1087
stage by stage:
| step | power, mW | utilization | hold WS, ns | instances |
|---|---|---|---|---|
| after floorplan | 0.0385 | - | 9.71 | 241 |
| after global placement | 0.0810 | 0.407 | 10.67 | 422 |
| after detailed placement | 0.0809 | 0.407 | 10.68 | 422 |
| after CTS | 0.0815 | 0.407 | 10.68 | 422 |
| after global routing | 0.0891 | 0.407 | 10.71 | 422 |
| final | 0.0803 | 0.407 | 10.67 | 422 |
worst max path at each step:
stage,start,end
after CTS,A[0],C[26]
after global routing,A[0],C[18]
final,A[0],C[26]
synthesized netlist by cell type (3+ instances only):
cell	count	area (sq um)
sky130_fd_sc_hd__ha_1	31	388
sky130_fd_sc_hd__a21oi_1	29	145
sky130_fd_sc_hd__a21o_1	19	143
sky130_fd_sc_hd__nand2_1	18	67.6
sky130_fd_sc_hd__xor2_1	15	131
sky130_fd_sc_hd__o21ai_0	13	65.1
sky130_fd_sc_hd__xnor2_1	13	114
sky130_fd_sc_hd__nor2_1	12	45.0
sky130_fd_sc_hd__nand3_1	10	50.1
sky130_fd_sc_hd__clkbuf_1	8	30.0
sky130_fd_sc_hd__nand4_1	8	50.1
sky130_fd_sc_hd__inv_1	6	22.5
sky130_fd_sc_hd__nor3_1	4	20.0
sky130_fd_sc_hd__o21bai_1	4	30.0
sky130_fd_sc_hd__a211oi_1	3	22.5
sky130_fd_sc_hd__a31oi_1	3	18.8
sky130_fd_sc_hd__o211ai_1	3	22.5
sky130_fd_sc_hd__or2_2	3	18.8
area by class of cell:
| type | count | area share |
|---|---|---|
| tap | 96 | 0.0432 |
| inverter | 6 | 0.00810 |
| timing repair buffer | 96 | 0.345 |
| multi-input combinational | 224 | 0.603 |
Power figures rest on the tool's default switching activity, not on a simulated workload.
