--- /design/flow/run.sh ---
#!/bin/bash
# OpenROAD 26Q1-2900-gdf79404cd8, Yosys 0.63+post, stock flow scripts
make -C /OpenROAD-flow-scripts/flow DESIGN_CONFIG=/design/flow/config.mk WORK_HOME=/design/flow/orfs finish
--- /design/flow/config.mk ---
export PLATFORM = sky130hd
export DESIGN_NAME = ALU
export DESIGN_NICKNAME = ALU
export VERILOG_FILES = /design/flow/design.v
export SDC_FILE = /design/flow/constraint.sdc
export NUM_CORES = 4
export LEC_CHECK = 1
export CORE_UTILIZATION = 30
--- /design/flow/constraint.sdc ---
current_design ALU

set clk_period 14.8
set clk_io_pct 0.2

create_clock -name clk0 -period $clk_period

set non_clock_inputs [all_inputs -no_clocks]
set_input_delay [expr $clk_period * $clk_io_pct] -clock clk0 $non_clock_inputs
set_output_delay [expr $clk_period * $clk_io_pct] -clock clk0 [all_outputs]
--- /design/flow/design.v ---
module ALU (
input  [31:0] SrcA,SrcB,
input  [2:0] ALUControl,
output reg zero,
output reg [31:0] ALUResult
);
reg [31:0] RESULT;
always @(*)
begin
case(ALUControl)
3'b000:RESULT=SrcA&SrcB;
3'b001:RESULT=SrcA|SrcB;
3'b010:RESULT=SrcA+SrcB;
3'b100:RESULT=SrcA-SrcB;
3'b101:RESULT=SrcA*SrcB;
3'b110:RESULT=(SrcA<SrcB)? 32'b1:32'b0;
default:RESULT=32'hffff0000;
endcase
ALUResult=RESULT;
zero=(RESULT==32'b0) ? 1'b1:1'b0;
end
endmodule
==> impl_metrics.toml <==
# generated from flow reports
[routing]
routed_wl_um = 83300
avgRoutedWirePerCell_um = 23.6
diodes = 0
drtAntennaViolNets = 0
via_count = 18500
drc_errors = 0
dr.pass1.iters = 5
dr.first_iter.drc_count = 1358
via_per_inst = 5.25

[min_path]
hp-class = "in2out"

[die]
pin_count = 100
core-area_mm2 = 0.0662
die-width_um = 262
die_height_um = 262
dieArea_mm2 = 0.0684
initCoreUtil_pct = 30.5
num_rows = 94

[yosys]
ys_types = 77
top_area_cell = "fa_1"
ys_area_mm2 = 0.0202
top_cells_by_area = "fa_1 41%, ha_1 14%, inv_1 8.6%"
synthCells = 2545
synth_area_mm2 = 0.0202
netlist.area_leader.share_pct = 40.6
postSynthAreaPerCell_um2 = 7.94
seq_area_frac_synth_pct = 0
ys_warn_count = 1
yosys_cells = 2545

[layout]
fin_util_pct = 34.7
drive_gt1_share_pct = 6.58
fillers = 6928
syn_to_final_growth_pct = 13.9
regArea_um2 = 0
nFlopsAndLatches = 0
combGateArea_mm2 = 0.0180
final_area_mm2 = 0.0230
n_clock_buffer = 0

[setup_path]
cp_slowest_stage_delay_ps = 770
endpoint_kind = "output pin"
cp.buffers_inverters = 7
cp-start-kind = "input pin"
cp.arrival_ps = 11570
worst-path-max-fanout = 11
path_common_cell = "fa_1"
slowest_stage = "o41ai_1"
cpLargestDelayFamily = "adder cells"
worstPathRequired_ps = 11840
crit_type = "in2out"

[outcome]
status = "completed"

[global_routing]
antenna_found_initial = 0
grt_pass1_vias = 19600
grt_overflow = 0
grt_pass1_wl_um = 126000
grt_max_degree = 47
grt.total_usage_pct = 26.5

[placed_design]
numPortBuffers = 100
gp_congestion = 1.03
place_area_mm2 = 0.0228
dp_hpwl_um = 69000

[flow_run]
timing.max_cap.violations = 0
tool_warnings = 96

[sta]
setup-violations-final = 0
drv_slew = 0
worst_pin_slew_ps = 890
finalClockPeriodUsage_pct = 98.2
max_slew_margin_pct = 39.9
max_freq_mhz = 68.8
hold_viol_final = 0
period_minus_slack_ps = 14530

[clocking]
cts.hold.buffers_added = 0
==> through the flow <==
step	setup TNS (ps)	hold slack [ps]	std cells	setup slack, ps
6_report	0	7100	3523	272
5_1_grt	-8.62	7170	3523	-8.62
4_1_cts	0	7080	3514	323
3_5_place_dp	0	7080	3514	345
3_3_place_gp	0	7090	3514	284
2_1_floorplan	0	6150	2545	1970
==> metal layers <==
metal | vias to the layer above | part of all wire [%] | GRT usage [%]
met2 | 1018 | 42 | 38.2
met3 | 193 | 12 | 11.0
met4 | 2 | 5.7 | 11.4
met5 | - | 0.065 | 0.625
li1 | 8219 | - | -
met1 | 9059 | 40 | 35.6
==> placed cells by master, fill, tap and decap left out, types with 34 or more instances in the layout <==
cell               n
nor2_1           390
a21oi_1           98
buf_4            127
nand2_1          282
o21ai_0           69
fa_1             410
inv_1            456
xnor2_1           82
nor3_1            34
clkdlybuf4s50_1   98
ha_1             219
==> layout make-up <==
type                       count  share of cell area, %
timing repair buffer         237                   9.32
multi-input combinational   1942                   78.0
tap                          864                   4.70
inverter                     480                   7.96
==> cell usage after synthesis (all sizes together) (14+ instances only) <==
master / count
a21oi: 98
nor2: 391
fa: 410
clkbuf: 100
nor3: 34
buf: 23
xor2: 20
o21ai: 74
nand2: 282
ha: 219
xnor2: 82
a2bb2oi: 14
o211ai: 24
nand3: 25
nand2b: 18
inv: 467
a31oi: 20
a21o: 18
==> repair_timing <==
| action | 4_1_cts | 5_1_grt |
|---|---|---|
| resized | 0 | 14 |
| setup buffers | 0 | 9 |
| endpoints found under the hold margin | 0 | 0 |
| setup endpoints to repair | 0 | 1 |
==> final timing paths <==
path | from | end | slack [ps] | depth (start not counted)
worst max-delay path | SrcA[6] | zero | 270 | 28
worst min-delay path | ALUControl[0] | ALUResult[0] | 7100 | 6
==> cell families (layout without fill, tap and decap cells) <==
kind of cell	Yosys count	after routing	share of synthesized area, %
AND/OR/NAND/NOR	817	817	16.9
multiplexers	5	5	0.254
adder cells (fa/ha/maj)	629	629	54.2
AND-OR/OR-AND	389	389	13.0
XOR/XNOR	102	102	4.42
buffers and inverters	603	717	11.3
